==> config.mk <==
export PLATFORM = sky130hd
export DESIGN_NAME = addsub
export DESIGN_NICKNAME = addsub
export VERILOG_FILES = /design/flow/design.v
export SDC_FILE = /design/flow/constraint.sdc
export NUM_CORES = 4
export LEC_CHECK = 1
export CORE_AREA = 10 10 70 70
export DIE_AREA = 0 0 80 80
==> constraint.sdc <==
current_design addsub

set clk_period 4.1
set clk_io_pct 0.2

create_clock -name clk0 -period $clk_period

set non_clock_inputs [all_inputs -no_clocks]
set_input_delay [expr $clk_period * $clk_io_pct] -clock clk0 $non_clock_inputs
set_output_delay [expr $clk_period * $clk_io_pct] -clock clk0 [all_outputs]
==> design.v <==
module fadder(sum, carry, a, b, c);
	input a, b, c;
	output sum, carry;
	reg sum, carry;
	reg t1;
	always@(a or b or c)
	begin
		if(a==0) t1=b;
		else t1=~b;
		if(c==0) 
			if(a==0)
				carry=0;
			else 
				carry=b;
		else 
			if(a!=0 || b!=0) carry=1;
			else carry=0;
		if(c==0) sum=t1;
		else sum=~t1;
	end
endmodule
module addsub(s, v, a, b, m);
	input [3:0] a, b;
	input m;
	output [3:0] s;
	output v;
	wire [3:0] temp, c;
	assign temp[0] = b[0] ^ m;
	assign temp[1] = b[1] ^ m;
	assign temp[2] = b[2] ^ m;
	assign temp[3] = b[3] ^ m;
	fadder f1(s[0], c[0], a[0], temp[0], m);
	fadder f2(s[1], c[1], a[1], temp[1], c[0]);
	fadder f3(s[2], c[2], a[2], temp[2], c[1]);
	fadder f4(s[3], c[3], a[3], temp[3], c[2]);
	assign v = c[2] ^ c[3];
endmodule
module testadder;
	reg [3:0] x, y;
	reg m;
	wire [3:0] sum;
	wire overflow;
	addsub a(sum, overflow, x, y, m);
	initial 
		begin
		$monitor("x=%b, y=%b, m=%b, sum=%b, overflow=%b", x, y, m, sum, overflow);
		#0 x=4'b0111; y=4'b0001; m=1'b0;
		#5 x=4'b1110; y=4'b0001; m=1'b1;
	end
endmodule
==> run.sh <==
#!/bin/bash
# OpenROAD 26Q1-2900-gdf79404cd8, Yosys 0.63+post, stock flow scripts
make -C /OpenROAD-flow-scripts/flow DESIGN_CONFIG=/design/flow/config.mk WORK_HOME=/design/flow/orfs finish
==> results.toml <==
# synthesis and place-and-route metrics
[worst_setup_path]
crit_path_end = "v"
end_kind = "output pin"
cp-start-kind = "input pin"
required_ns = 3.28
path_depth = 8
slowest_delay_ns = 0.53
crit_slowest_cell = "clkdlybuf4s50_1"
crit_arrival_ns = 3.12
crit_type = "input pin to output pin"
cp_top_family = "buffers and inverters"
crit_buf_inv = 3
cpMostUsedCell = "clkdlybuf4s50_1"
startpoint = "m"
path_max_fanout = 3
crit_path_cell_trace = "clkdlybuf4s50_1 -> xor2_1 -> inv_1 -> ha_1 -> mux2i_1 -> mux2i_2 -> mux2_2 -> clkdlybuf4s50_1"

[global_route]
overflow = 0
antenna_found_initial = 0
grt_max_degree = 4
grt_pass1_wl_um = 924
grt_pass1_vias = 187
grt_usage_pct = 1.73

[logic_synthesis]
synth.top_cell.area_share_pct = 31.6
yosysWarningCount = 1
yosysSeqAreaShare_pct = 0
syn_avg_cell_area_um2 = 8.20
synthTopCellsByArea = "ha_1, xor2_1, mux2i_1, buf_4, inv_1"
syn_inst = 29
ys_cells = 29
ys_types = 7
synth_area_um2 = 238
yosysChipArea_um2 = 238
synth_top_cell_by_area = "ha_1"

[min_path]
hp-class = "input pin to output pin"

[pwr]
power_leakage_uw = 0.000190
irDropWorstVdd_mv = 0.0168
p_per_area_nw_per_um2 = 132

[place]
place.gp.congestion = 0.712
hpwl_um = 541
numPortBuffers = 14
dpl_cell_area_um2 = 413
place_worst_setup_slack_ns = 0.132

[layout]
comb_area_um2 = 181
postLayoutCellArea_um2 = 417
area_growth_pct = 75.3
ff_count = 0
seqCellArea_um2 = 0
nClkBuffers = 0
fillCellCount = 391
drive_gt1_share_pct = 7.50

[die]
num_rows = 21
ios = 14
fp_util_pct = 6.96
die_h_um = 80
core_um2 = 3420
die_w_um = 80
dieArea_um2 = 6400

[timing]
slew_headroom_pct = 78.5
tightest_slew_ns = 0.314
period_needed_ns = 3.94
finalSetupViolCount = 0
period_used_pct = 96.1
slew_violations = 0
whs_ns = 2.59
hold_violations = 0
finalWorstSetupSlack_ns = 0.162
fmax_mhz = 254
setup_tns_ns = 0
rsz0062_at_grt = "no"

[route]
vias = 192
vias_per_cell = 2.23
drtAntennaViolNets = 0
wl_per_cell_um = 6.65
wirelength_um = 572
drc_errors = 0
firstDrtPassIters = 2
drt-initial-drc-count = 6
antenna_cells = 0

[flow_run]
drv_cap = 0
tool_warnings = 35

[outcome]
status = "complete, no violations"

[cts]
cts_hold_buf = 0
-- routing by layer --
layer / vias up / part of all wire, % / GRT usage (%)
li1: 104 / - / -
met1: 79 / 43 / 2.04
met2: 9 / 42 / 2.97
met3: 0 / 15 / 0.795
met4: 0 / 0 / 0
met5: - / 0 / 0
-- Yosys cell counts (all sizes together) --
master  count
ha          6
mux2i       3
inv         8
xor2        5
xnor2       2
mux2        1
buf         4
-- cell usage in the layout, fill, tap and decap left out --
cell type and n:
buf_4 1, clkdlybuf4s50_1 14, ha_1 6, inv_1 8, mux2_2 1, mux2i_1 2, mux2i_2 1, xnor2_1 2
xor2_1 5
-- worst min-delay path by stage --
stage,depth (start not counted),endpoint,from
4_1_cts,3,s[0],a[0]
5_1_grt,3,s[0],a[0]
6_report,3,s[0],a[0]
-- stage by stage --
stage | cells | power (µW) | utilization [%]
final | 86 | 55.0 | 12.2
after global placement | 86 | 54.5 | 12.1
after CTS | 86 | 55.2 | 12.1
after global routing | 86 | 61.8 | 12.2
after floorplan | 29 | 32.0 | -
after detailed placement | 86 | 55.0 | 12.1
-- what timing repair did --
| item | 4_1_cts | 5_1_grt |
|---|---|---|
| setup buffers | 0 | 0 |
| resized | 0 | 1 |
| setup endpoints to repair | 0 | 1 |
-- cell type report --
| cell class | instances | share of cell area, % |
|---|---|---|
| multi-input cells | 17 | 43.5 |
| well taps | 46 | 13.8 |
| inverters | 8 | 7.21 |
| repair buffers | 15 | 35.4 |
-- worst min-delay path, cell delays in order --
cell             delay (ns)
clkdlybuf4s50_1        0.49
xor2_1                 0.06
clkdlybuf4s50_1        0.40
-- kinds of logic after synthesis --
kind of cell | Yosys count | synth area share [%]
XOR/XNOR | 7 | 25.8
adder cells (fa/ha/maj) | 6 | 31.6
buffers and inverters | 12 | 25.3
multiplexers | 4 | 17.4
-- power breakdown --
group          switching (µW)  leakage [µW]  internal, µW
clock                       0             0             0
combinational            16.7      0.000190          38.3
sequential                  0             0             0
total                    16.7      0.000190          38.3
Power figures rest on the tool's default switching activity, not on a simulated workload.
